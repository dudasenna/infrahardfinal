## flow/design.v

```verilog
module ShiftL1 (	
	input logic [1:0] Shift,
	input logic signed [63:0] Entrada, 
	input logic [5:0] N,  
	output logic [63:0]Saida
);
always_comb
	case(Shift)
		2'b00:  
			Saida = Entrada << N;
		2'b01:  
			Saida = Entrada >> N;
		2'b10:  
			Saida = Entrada >>> N;
		default:  
			Saida = Entrada;
	endcase  
endmodule:ShiftL1
```

## flow/run.sh

```bash
#!/bin/bash
# OpenROAD 26Q1-2900-gdf79404cd8, Yosys 0.63+post, stock flow scripts
make -C /OpenROAD-flow-scripts/flow DESIGN_CONFIG=/design/flow/config.mk WORK_HOME=/design/flow/orfs finish
```

## flow/config.mk

```make
export PLATFORM = sky130hd
export DESIGN_NAME = ShiftL1
export DESIGN_NICKNAME = ShiftL1
export VERILOG_FILES = /design/flow/design.v
export SDC_FILE = /design/flow/constraint.sdc
export NUM_CORES = 4
export LEC_CHECK = 1
export CORE_UTILIZATION = 30
```

## flow/constraint.sdc

```tcl
current_design ShiftL1

set clk_period 7.3
set clk_io_pct 0.2

create_clock -name clk0 -period $clk_period

set non_clock_inputs [all_inputs -no_clocks]
set_input_delay [expr $clk_period * $clk_io_pct] -clock clk0 $non_clock_inputs
set_output_delay [expr $clk_period * $clk_io_pct] -clock clk0 [all_outputs]
```

==> flow_summary_export.csv <==
group,metric,value,unit
route,drc,0,
synthesis,yosysTopAreaCellShare,28.1,%
worst_setup_path,cp_slowest_cell,"mux2i_1",
layout,clkbuf_count,0,
synthesis,top_cell,"mux4_2",
worst_setup_path,cp_cell_sequence,"buf_4 -> buf_4 -> buf_4 -> mux2i_1 -> nand2_1 -> o21ai_1 -> o22ai_1 -> o32a_1 -> clkdlybuf4s50_1",
layout,regArea,0,sq um
route,wl,72700,um
floorplanning,ioPinCount,136,
place,portBuffers,136,
worst_setup_path,crit_arrival,5.10,ns
worst_setup_path,cp.depth,9,
floorplanning,die_w,183,um
job,tool_warnings,32,
synthesis,top_area_cell,"mux4_2",
synthesis,syn-cell-area,0.00985,sq mm
sta,timing.fmax,0.153,GHz
floorplanning,die_area,0.0336,sq mm
layout,flops,0,
sta,slew_violations,0,
hold_path,min_path_type,"primary input to output port",
synthesis,synth.distinct_cells,82,
floorplanning,core-area,0.0320,sq mm
place,placed_cells,1712,
route,num_antenna_cells,0,
sta,worst_slack,0.743,ns
clock_network,postCtsSetupBuffers,0,
power,power.leakage,4.04,nW
global_route,grt_first_pass_wirelength,99700,um
layout,stdcell_count,1712,
sta,rsz0062_at_grt,"false",
layout,final_util,36.5,%
synthesis,ys_area,0.00985,sq mm
global_route,overflow,0,
global_route,antenna_found_initial,2,
route,via_per_inst,7.44,
synthesis,syn_inst,1216,
worst_setup_path,crit_type,"primary input to output port",
sta,finalClockPeriodUsage,89.8,%
sta,worst_slew_pin_slew,1.15,ns
synthesis,synth_seq_share,0,%
layout,layout-drive-gt1-share,24.8,%
hold_path,min_path_cells,4,
global_route,grt_max_degree,62,
synthesis,syn_avg_cell_area,8.10,sq um
clock_network,cts_resized,0,
synthesis,ys_cells,1216,
synthesis,top_cells_by_area,"mux4_2 28%, mux2_2 10%, mux2i_1 9.9%",
sta,finalSetupTns,0,ns
synthesis,common_cells,"123 x mux4_2, 119 x nor2_1, 116 x nand2_1, 97 x mux2i_1, 89 x mux2_2",
worst_setup_path,crit_path_max_incr_delay,0.94,ns
power,finalPower,1.19,mW
global_route,grt_pass1_vias,12100,
status,run_status,"finished clean",
global_route,gr-usage-all-layers,44.4,%
place,dp_hpwl,56000,um
power,p_per_area,102,mW/mm^2
route,drtIter0Drc,1698,
worst_setup_path,cp_top_family,"buffers and inverters",
clock_network,hold_buffers,0,
sta,finalCriticalPeriod,6.56,ns
power,ir_drop,0.0000467,V
floorplanning,die_height,183,um
worst_setup_path,startpoint_type,"primary input",
floorplanning,fp_util,30.8,%
synthesis,ys_warn_count,1,
worst_setup_path,path_max_fanout,45,
job,drv_cap,0,
place,place.gp.congestion,1.10,
worst_setup_path,critPathBufInv,4,
worst_setup_path,end_kind,"output port",
floorplanning,std_cell_rows,65,
sta,final_hold_viol_count,0,
route,first_pass_iters,6,
layout,syn2layout_area_growth,18.5,%
sta,finalSetupViolCount,0,
place,dp_slack,0.862,ns
worst_setup_path,crit_top_cell,"buf_4",
route,vias,12700,
sta,maxSlewHeadroom,22.7,%
route,ant_nets,0,
worst_setup_path,worstPathRequired,5.84,ns
route,routedWlPerCell,42.5,um
## kinds of logic after synthesis
kind of cell,after synthesis,synth area share [%]
xor gates and xnor gates,2,0.178
AOI/OAI and AO/OA,384,26.6
buffers and inverters,153,7.49
muxes,318,49.4
and+or+nand+nor,359,16.3
## power breakdown
part	leakage, nW	internal (mW)	switching (mW)
logic	4.04	0.465	0.726
registers	0	0	0
clock network	0	0	0
## metrics by stage
step                      hold slack (ns)  area (sq um)
final                                3.97         11700
after global routing                 3.98         11700
after CTS                            3.94         11700
after detailed placement             3.94         11700
after global placement               3.95         11700
after floorplan                      2.98          9850
## worst paths after layout
check  start   endpoint  slack, ns
max     N[0]  Saida[37]       0.74
min     N[5]  Saida[16]       3.97
## per-layer routing
layer	GRT usage (%)	part of all wire, %	vias up
li1	-	-	4996
met2	61.2	41	1166
met4	22.9	6.7	4
met1	59.4	38	6368
met5	0.296	0.032	-
met3	19.2	14	210
## cell usage in the layout (no fill, tap or decap), types with 24 or more instances in the layout
| cell | count |
|---|---|
| a21oi_1 | 69 |
| a31oi_1 | 28 |
| buf_4 | 63 |
| clkdlybuf4s50_1 | 130 |
| mux2_2 | 89 |
| mux2i_1 | 97 |
| mux4_2 | 123 |
| nand2_1 | 115 |
| nand3_1 | 30 |
| nor2_1 | 118 |
| nor3_1 | 24 |
| o211ai_1 | 24 |
| o21ai_0 | 59 |
| o22ai_1 | 46 |
## area by class of cell
type | instances | area [sq um]
fillers | 3346 | 20300
inverters | 9 | 36.3
well taps | 435 | 544
repair buffers | 205 | 1970
multi-input cells | 1063 | 9120
No activity file was given, so power comes from the tool's default toggle rates.
